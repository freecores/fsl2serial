==> design/flow/design.v <==
`timescale 1 ns / 100 ps 
module serial_ctrl (
	fsl_data_i, fsl_senddata_i, fsl_cts_o,
	fsl_data_o, fsl_rxdata_o,   fsl_cts_i,
	rs232_tx_data_o, rs232_rx_data_i, rs232_rts_i, rs232_cts_o,
	clock, reset
);
parameter CLOCK_FREQ_MHZ = 50;
parameter BAUD_RATE = 115200;
input  wire [7:0] fsl_data_i;
input  wire       fsl_senddata_i;
output reg        fsl_cts_o;
output reg  [7:0] fsl_data_o;
output reg        fsl_rxdata_o;
input  wire       fsl_cts_i;
output wire       rs232_tx_data_o;
input  wire       rs232_rx_data_i;   
input  wire       rs232_rts_i;
output reg        rs232_cts_o;
input  wire       clock, reset;
wire [7:0] rs232_rx_data;
wire       rs232_tx_ready;
reg        rs232_rts;
wire       rs232_rx_have_data;
    serial_in 
        #(
            .clk_freq(CLOCK_FREQ_MHZ * 1000000),
            .data_rate(BAUD_RATE),
			.delay_size(14)
		) serial_in0 (
            .clk(clock), 
            .rst(reset), 
            .serial_i(rs232_rx_data_i), 		 
            .data_o(rs232_rx_data), 			 
            .have_data_o(rs232_rx_have_data)	 
		);
    serial_out
        #(
            .clk_freq(CLOCK_FREQ_MHZ * 1000000),
            .data_rate(BAUD_RATE))
        serial_out0(
            .clk(clock), 
            .rst(reset), 
            .data_size_i(8),
            .data_i(fsl_data_i),			 
            .start_i(fsl_senddata_i),		 
            .serial_o(rs232_tx_data_o),		 
            .ready_o(rs232_tx_ready)		 
		);
    always @ (posedge clock) begin
		if(reset) begin
			fsl_cts_o       <= 1'b0;
			fsl_data_o      <= 8'h00;
			fsl_rxdata_o    <= 1'b0;
			rs232_cts_o     <= 1'b0;
			rs232_rts       <= 1'b0;
		end
		else begin
			rs232_cts_o <= 1'b1;	 
			fsl_cts_o <= rs232_tx_ready;
			fsl_data_o <= rs232_rx_data;
			rs232_rts <= rs232_rts_i;	 
			fsl_rxdata_o <= fsl_cts_i ? rs232_rx_have_data : fsl_rxdata_o;	 
		end
	end
endmodule
module serial_ctrl_tb ( );
reg  [7:0] fsl_data_i;
reg        fsl_senddata_i;
wire       fsl_cts_o;
wire [7:0] fsl_data_o;
wire       fsl_rxdata_o;
reg        fsl_cts_i;
wire       rs232_tx_data_o;
reg        rs232_rx_data_i;
reg        rs232_rts_i;
wire       rs232_cts_o;
reg        clock, reset;
serial_ctrl serial_ctrl_0(
	.fsl_data_i      (fsl_data_i),
    .fsl_senddata_i  (fsl_senddata_i),
    .fsl_cts_o       (fsl_cts_o),
	.fsl_data_o      (fsl_data_o),
    .fsl_rxdata_o    (fsl_rxdata_o),
    .fsl_cts_i       (fsl_cts_i),
	.rs232_tx_data_o (rs232_tx_data_o),
    .rs232_rx_data_i (rs232_rx_data_i),
    .rs232_rts_i     (rs232_rts_i),
    .rs232_cts_o     (rs232_cts_o),
	.clock           (clock),
    .reset           (reset)
);
initial begin
	clock <= 1'b0;
	reset <= 1'b1;
	fsl_data_i <= 8'h00;
	fsl_senddata_i <= 1'b0;
	fsl_cts_i <= 1'b0;
	rs232_rx_data_i <= 1'b1;
	rs232_rts_i <= 1'b0;
	#1000 reset <= 1'b0;
	#1000 fsl_data_i <= 8'hAB;
	      fsl_senddata_i <= 1'b1;
	#60   fsl_senddata_i <= 1'b0;
	#4166400 rs232_rx_data_i <= 1'b0;	 
	#416640 rs232_rx_data_i <= 1'b1;	
	#416640 rs232_rx_data_i <= 1'b1;	
	#416640 rs232_rx_data_i <= 1'b0;	
	#416640 rs232_rx_data_i <= 1'b1;	
	#416640 rs232_rx_data_i <= 1'b0;	
	#416640 rs232_rx_data_i <= 1'b1;	
	#416640 rs232_rx_data_i <= 1'b0;	
	#416640 rs232_rx_data_i <= 1'b1;	
	#416640 rs232_rx_data_i <= 1'b1;	 
end
always @ (posedge clock) begin
end
always begin
	#20 clock <= ~clock;
end
endmodule
`timescale 1 ns / 100 ps
module serial_in(
    clk, 
    rst, 
    serial_i, 
    data_o, 
    have_data_o, 
    frame_error_o, 
    serial_samping_o);
    input clk, rst, serial_i;
    output[7:0] data_o;
    output have_data_o, frame_error_o, serial_samping_o;
    parameter clk_freq = 100000000;
    parameter data_rate = 115200;
    parameter bit_length = clk_freq / data_rate;
    parameter delay_size = 12;   
    parameter use_parity = 0;
    parameter parity_is_odd = 1;
    reg[7:0] data_o;
    reg parity;
    reg have_data_o, frame_error_o, serial_samping_o;
    reg temp, buffered_serial;
    reg[2:0] state;
    reg[delay_size-1:0] delay;
    reg[3:0] bits_received;
    parameter state_wait_for_start = 3'd0;
    parameter state_wait_for_bit = 3'd1;
    parameter state_wait_for_stop = 3'd2;
    parameter state_wait_for_parity = 3'd3;
    parameter state_frame_error = 3'd4;
    always @(posedge clk) begin
        temp <= serial_i;
        buffered_serial <= temp;
        serial_samping_o <= 1'd0;
        if(rst) begin
            data_o <= 8'd0;
            have_data_o <= 1'd0;
            frame_error_o <= 1'd0;
            state <= state_wait_for_start;
        end else begin
            case(state)
                state_wait_for_start: begin
                    have_data_o <= 1'b0;
                    frame_error_o <= 1'b0;
                    if(!buffered_serial) begin
                        serial_samping_o <= 1'd1;
                        state <= state_wait_for_bit;
                        delay <= bit_length + bit_length / 2;
                        bits_received <= 0;
                    end
                end
                state_wait_for_bit: begin
                    if(delay == 1) begin
                        serial_samping_o <= 1'd1;
                        data_o <= {buffered_serial, data_o[7:1]};
                        delay <= bit_length;
                        bits_received <= bits_received + 1;
                        if(bits_received == 7)
                            if(use_parity)
                                state <= state_wait_for_parity;
                            else
                                state <= state_wait_for_stop;
                    end else
                        delay <= delay - 1;
                end
                state_wait_for_parity: begin
                    if(delay == 1) begin
                        serial_samping_o <= 1'd1;
                        parity <= buffered_serial;
                        delay <= bit_length;
                        state <= state_wait_for_stop;
                    end else
                        delay <= delay - 1;
                end
                state_wait_for_stop: begin
                    if(delay == 1) begin
                        serial_samping_o <= 1'd1;
                        if(buffered_serial) begin
                            if(!use_parity || ((^data_o) ^ parity) == parity_is_odd)
                                have_data_o <= 1'b1;
                            frame_error_o <= 1'b0;
                            state <= state_wait_for_start;
                        end else begin
                            have_data_o <= 1'b0;
                            frame_error_o <= 1'b1;
                            state <= state_frame_error;
                        end
                    end else
                        delay <= delay - 1;
                end
                state_frame_error: begin
                    if(buffered_serial)
                        state <= state_wait_for_start;
                end
            endcase
        end
    end
endmodule  
`timescale 1 ns / 100 ps
module serial_out(
    clk, 
    rst, 
    data_size_i,
    data_i,
    start_i,
    serial_o,
    ready_o,
    bit_sync_o);
    parameter clk_freq = 100000000;
    parameter data_rate = 115200;
    parameter bit_length = clk_freq / data_rate;
    parameter delay_size = 32;   
    parameter max_data_size = 8;
    parameter data_size_size = 4;  
    parameter use_start = 1;
    parameter use_stop = 1;
    parameter use_parity = 0;
    parameter stop_value = 1;
    parameter parity_is_odd = 1;
    input clk, rst;
    input[data_size_size-1:0] data_size_i;
    input[max_data_size-1:0] data_i;
    input start_i;
    output serial_o;
    output ready_o;
    output bit_sync_o;
    reg[2:0] state;
    reg[data_size_size-1:0] data_size;
    reg[max_data_size-1:0] data;
    reg[delay_size-1:0] delay;
    reg[max_data_size-1:0] num_sent;
    reg serial_o;
    reg bit_sync_o;
    parameter state_wait_for_start = 3'd0;
    parameter state_send_start = 3'd1;
    parameter state_send_bit = 3'd2;
    parameter state_send_parity = 3'd3;
    parameter state_send_stop = 3'd4;
    assign ready_o = 
        (state == state_wait_for_start || state == state_send_stop && delay == 1) && !start_i;
    always @(posedge clk) begin
        bit_sync_o <= 0;
        if(rst) begin
            state <= state_wait_for_start;
        end else begin
            delay <= delay - 1;
            case(state)
                state_wait_for_start: begin
                    serial_o <= stop_value;
                    if(start_i) begin
                        data_size <= data_size_i;
                        data <= data_i;
                        num_sent <= 0;
                        if(use_start) begin
                            serial_o <= ~stop_value;
                            delay <= bit_length - 1;
                            state <= state_send_start;
                        end else begin
                            serial_o <= data_i[0];
                            delay <= bit_length - 1;
                            state <= state_send_bit;
                        end
                    end
                end
                state_send_start: begin
                    serial_o <= ~stop_value;
                    if(delay == 1) begin
                        delay <= bit_length;
                        state <= state_send_bit;
                    end
                end
                state_send_bit: begin
                    serial_o <= data[0];
                    if(delay == bit_length - 2)
                        bit_sync_o <= 1;
                    if(delay == 1) begin
                        delay <= bit_length;
                        data <= data >> 1;
                        num_sent <= num_sent + 1;
                        if(num_sent == data_size - 1)
                            if(use_parity)
                                state <= state_send_parity;
                            else if(use_stop)
                                state <= state_send_stop;
                            else
                                state <= state_wait_for_start;
                    end
                end
                state_send_parity: begin
                    serial_o <= (^data[0]) ^ parity_is_odd;
                    if(delay == 1) begin
                        delay <= bit_length;
                        state <= state_send_stop;
                    end
                end
                state_send_stop: begin
                    serial_o <= stop_value;
                    if(delay == 1) begin
                        delay <= bit_length;
                        state <= state_wait_for_start;
                    end
                end
            endcase
        end
    end
endmodule  
module serial_out_tb ( );
reg clock, reset;
reg [7:0] fsl_data_i;
reg       fsl_senddata_i;
wire      rs232_tx_data_o;
wire      rs232_tx_ready;
initial begin
	clock <= 1'b0;
	reset <= 1'b1;
	fsl_data_i <= 8'h00;
	fsl_senddata_i <= 1'b0;
	#1000 reset <= 1'b0;
	#1000 fsl_data_i <= 8'h0A;
	      fsl_senddata_i <= 1'b1;
    #60   fsl_senddata_i <= 1'b0;
end
always begin
	#10 clock <= ~clock;
end
    serial_out
    #(
        .clk_freq(50000000),
        .data_rate(115200))
    serial_out0(
        .clk(clock), 
        .rst(reset), 
        .data_size_i(8),
        .data_i(fsl_data_i),			 
        .start_i(fsl_senddata_i),		 
        .serial_o(rs232_tx_data_o),		 
        .ready_o(rs232_tx_ready)		 
	);
endmodule
==> design/flow/run.sh <==
#!/bin/bash
# OpenROAD 26Q1-2900-gdf79404cd8, Yosys 0.63+post, stock flow scripts
make -C /OpenROAD-flow-scripts/flow DESIGN_CONFIG=/design/flow/config.mk WORK_HOME=/design/flow/orfs finish
==> design/flow/config.mk <==
export PLATFORM = sky130hd
export DESIGN_NAME = serial_ctrl
export DESIGN_NICKNAME = serial_ctrl
export VERILOG_FILES = /design/flow/design.v
export SDC_FILE = /design/flow/constraint.sdc
export NUM_CORES = 4
export LEC_CHECK = 1
export CORE_UTILIZATION = 40
==> design/flow/constraint.sdc <==
current_design serial_ctrl

set clk_period 3.4
set clk_io_pct 0.2

create_clock -name clk0 -period $clk_period [get_ports {clock}]

set non_clock_inputs [all_inputs -no_clocks]
set_input_delay [expr $clk_period * $clk_io_pct] -clock clk0 $non_clock_inputs
set_output_delay [expr $clk_period * $clk_io_pct] -clock clk0 [all_outputs]
==> run notes <==
## Critical path
• serial_out0.delay[24] — worst reg2reg startpoint
• serial_out0.delay[15] — capture point of the worst reg-to-reg path
• flip-flop — crit path capture type
• 3.06 ns — Worst Path Arrival
• 6 — worst reg2reg path depth
• 3.51 ns — required time of the critical path
• 26 — worst-path maximum fanout
• 0.45 ns — R2R Setup Slk
• flip-flop to flip-flop — Crit Path Class
• flip-flop — Critical Path Start Type

## Job
• 0 — max-cap violations
• 28 — number of warnings in the stage logs

## Power
• 1.67 nW — leakage power summed over all cells
• 2.31 mW — Overall Power
• 454 nW/um^2 — PwrDens
• 0.000281 V — maximum resistive drop on vdd

## Floorplan
• 108 um — Die Ht
• 41.1% — Initial Utilization
• 108 um — die width
• 38 — number of standard-cell rows in the floorplan
• 11600 um^2 — total die size
• 10900 um^2 — placeable core area
• 26 — total I/O pin count

## STA
• 52.3% — Slew Limit Headroom
• 0 — Final Max Slew Viols
• 0 ns — final sum of negative setup slack
• 86.7% — period utilisation layout
• 0.339 GHz — fmax
• 0.452 ns — setup ws final
• 0 — number of hold violations in the final report
• 2.95 ns — final critical path time including I/O delays and setup
• 0.0138 ns — Post-Route Skew
• 0 — number of setup violations in the final report
• 0.712 ns — Tightest Pin Transition
• no — setup repair after global routing missed its margin

## Logic synthesis
• 4470 um^2 — total standard cell area after synthesis
• 8.81% — xor and xnor fraction of the mapped netlist area
• 5.29% — aoi share
• 3.97% — Multiplexer share
• 4470 um^2 — post-synth area from yosys stat
• 19.9% — Simple-Gate Area Share
• 97 — number of synthesized register bits
• 39 — Cell Type Count
• edfxtp_1 — top cell type by instance count after synthesis
• simple AND/OR/NAND/NOR gates — dominant non-sequential cell family after synthesis
• 45.0% — top area contributor share
• edfxtp_1 — post-synthesis cell type with the largest combined area
• edfxtp_1 — dominant synthesized flop cell
• 0% — fraction of registers with async set or reset after synthesis
• 67 x edfxtp_1, 52 x nor2_1, 38 x xnor2_1 — top post-synthesis cells by count
• edfxtp_1 45%, dfxtp_1 13%, xnor2_1 7.4% — cell types occupying the most area after synthesis
• 394 — post-synthesis cell count
• 67 — EDFF count, synth
• 58.4% — portion of the post-synthesis area used by sequential elements
• 1.68% — arithmetic-cell share of the synthesized area counting full adders, half adders and majority gates
• 394 — count of instantiated cells in the yosys netlist
• 4 — total of warnings raised by yosys
• 11.3 um^2 — synthesized area per cell

## Route
• 7310 um — Routed WL
• 5.09 — via-per-instance ratio
• 0 — number of diodes
• 2901 — Via Count
• 163 — drt initial violations
• 4 — DR pass1 iterations
• 0 — number of antenna-violating nets in the routed design
• 12.8 um — average detailed-routed wire length per instance
• 0 — # DRC

## Clocking
• 0.09 ns — clock-pin slew reported for the worst setup and hold paths after clock tree synthesis
• 0 — setup bufs post-CTS
• 9 — clock buffer count from CTS
• done — clock tree from TritonCTS
• 0 — number of resized instances in the post-cts repair step
• 0 — post-cts hold buffer count
• 2 — maximum clock path buffer count
• clkbuf_8 — clock root buffer
• 3 — H-Tree Depth
• 97 — Sinks on Clock Net
• 0.36 ns — insertion delay to the later sink of the worst-skew pair

## GRT
• 12600 um — first-pass GRT wire length
• 2713 — via count of the first global-routing pass
• 34 — largest net degree at the start of global routing
• 14.5% — total routing usage reported by global routing
• 0 — overflow left after global routing
• 0 — initial antenna violation count

## Place
• 0.459 ns — pre-CTS worst setup slack
• 4770 um — sum of net half-perimeters after detailed placement
• 0.788 — placer's final routability congestion estimate
• 24 — input/output buffers

## Layout
• 10.7% — ratio of cells with drive above 1 in the final layout
• 963 — number of fillers in the final layout
• 13.7% — Layout Area Growth over Synthesis

## Min path
• serial_in0.buffered_serial — WHS Endpoint
• flip-flop to flip-flop — HP Class
• serial_in0.temp — critical hold path startpoint
• 0 — Cells on Worst Hold Path

## Status
• complete, no violations — status

-- how the worst max path moves through the flow --
stage | start | to | cells past startpoint
finish | serial_out0.delay[24] | serial_out0.delay[15] | 6
global route | serial_out0.delay[24] | serial_out0.delay[15] | 6
CTS | serial_out0.delay[24] | serial_out0.delay[14] | 6
-- sequential cells by signal, summed over array words and instances, names as in the netlist --
| signal | count |
|---|---|
| serial_in0.state | 4 |
| serial_out0.num_sent | 8 |
| fsl_cts_o | 1 |
| serial_out0.delay | 32 |
| serial_out0.state | 4 |
| serial_in0.data_o | 8 |
| serial_in0.have_data_o | 1 |
| fsl_rxdata_o | 1 |
| rs232_cts_o | 1 |
| fsl_data_o | 8 |
| serial_in0.delay | 14 |
| serial_in0.buffered_serial | 1 |
| serial_in0.temp | 1 |
| serial_out0.serial_o | 1 |
| serial_out0.data | 8 |
| serial_in0.bits_received | 4 |
-- layer usage --
layer  track usage, %  routed length [um]  up-vias
li1                 -                   -     1491
met1             23.6                3770     1358
met2             20.9                3100       47
met3             4.51                 375        5
met4             1.37                  75        0
met5                0                   0        -
-- critical path, cell delays in order, from the launching register on --
cell and delay, ns:
edfxtp_1 0.46, or4_4 0.54, or4_4 0.44, or4_1 0.57, a211oi_4 0.27, buf_4 0.32
nor2_1 0.09
-- through the flow --
step / cell area, um^2 / cells / util [%] / hold slack [ns]
final: 5090 / 570 / 46.7 / 0.334
after global routing: 5090 / 570 / 46.7 / 0.353
after CTS: 5090 / 570 / 46.7 / 0.335
after detailed placement: 4890 / 554 / 44.9 / 0.312
after global placement: 4890 / 554 / 44.9 / 0.312
after floorplan: 4470 / 394 / - / 0.310
-- cell families after synthesis --
kind of cell    count (synthesis)
mux                            16
fa+ha+maj                       6
buf+inv                        19
flops                          97
xor+xnor                       45
compound gates                 39
simple gates                  172
-- layout by cell type (no fill, tap or decap), types with 2 or more instances in the layout --
| cell | n |
|---|---|
| a21boi_0 | 2 |
| a21oi_1 | 17 |
| and2_1 | 9 |
| and3_1 | 2 |
| buf_4 | 8 |
| clkbuf_8 | 11 |
| clkdlybuf4s50_1 | 24 |
| dfxtp_1 | 30 |
| edfxtp_1 | 67 |
| ha_1 | 6 |
| inv_1 | 7 |
| mux2_2 | 14 |
| mux2i_1 | 2 |
| nand2_1 | 20 |
| nand3_1 | 12 |
| nand4_1 | 3 |
| nand4b_1 | 2 |
| nor2_1 | 52 |
| nor2b_1 | 13 |
| nor3_1 | 20 |
| nor4_1 | 17 |
| o21ai_0 | 12 |
| o31ai_1 | 3 |
| or3_1 | 9 |
| or4_1 | 4 |
| or4_4 | 2 |
| or4b_2 | 2 |
| xnor2_1 | 38 |
| xor2_1 | 7 |
-- report_power, final --
| part | switching, mW | total (mW) | leakage, nW | internal [mW] |
|---|---|---|---|---|
| Combinational | 0.0932 | 0.176 | 0.682 | 0.0825 |
| Sequential | 0.0541 | 1.39 | 0.885 | 1.34 |
| Clock | 0.391 | 0.743 | 0.105 | 0.352 |
| Total | 0.538 | 2.31 | 1.67 | 1.77 |
-- cell type report --
class                   count  area (um^2)  area share (%)
well taps                 140          175            3.44
inverters                   7         26.3           0.517
multi-input cells         278         1770            34.8
clock buffers              13          180            3.54
clock inverters             3         20.0           0.394
repair buffers             32          300            5.90
flip-flops and latches     97         2610            51.4
No activity file was given, so power comes from the tool's default toggle rates.
